### flow/config.mk
export PLATFORM = sky130hd
export DESIGN_NAME = add
export DESIGN_NICKNAME = add
export VERILOG_FILES = /design/flow/design.v
export SDC_FILE = /design/flow/constraint.sdc
export NUM_CORES = 4
export LEC_CHECK = 1
export CORE_UTILIZATION = 40
### flow/constraint.sdc
current_design add

set clk_period 4.5
set clk_io_pct 0.2

create_clock -name clk0 -period $clk_period [get_ports {clk}]

set non_clock_inputs [all_inputs -no_clocks]
set_input_delay [expr $clk_period * $clk_io_pct] -clock clk0 $non_clock_inputs
set_output_delay [expr $clk_period * $clk_io_pct] -clock clk0 [all_outputs]
### flow/design.v
module add #( 
    parameter BIT_WIDTH = 12,
    parameter BIAS_WIDTH = 12,
    parameter ACC_WIDTH = 17  
)(
    input clk,
    input rst_n,
    input in_enable,
    input new_bias,
    input signed [BIT_WIDTH-1:0] x_in,
    input signed [BIAS_WIDTH-1:0] bias_in,
    output signed [BIT_WIDTH-1:0] y_out_relu
);
reg signed [ACC_WIDTH-1:0] acc;
wire signed [BIT_WIDTH-1:0] y_out;
always @(posedge clk or negedge rst_n) begin
    if (!rst_n) begin
        acc <= 'b0;
    end
    else if (in_enable == 1'b1) begin
        if (new_bias == 1) begin
            acc <= x_in + bias_in;
        end
        else begin
            acc <= x_in + acc;
        end
    end
end
assign y_out = (|acc[ACC_WIDTH-1:BIT_WIDTH-1] == 1) ? 12'h7FF : acc[BIT_WIDTH-1:0];
assign y_out_relu = (acc[ACC_WIDTH-1]==0)? y_out : 0 ;  
endmodule
### flow/run.sh
#!/bin/bash
# OpenROAD 26Q1-2900-gdf79404cd8, Yosys 0.63+post, stock flow scripts
make -C /OpenROAD-flow-scripts/flow DESIGN_CONFIG=/design/flow/config.mk WORK_HOME=/design/flow/orfs finish
==> datasheet_impl.txt <==
Implementation parameters

Parameter                              Value

Outcome
  Outcome .................. finished clean

Final timing
  RSZ-0062 raised after global routing .................. false
  Final Hold Viols .................. 0
  Min Hold Slack .................. 529.9 ps
  Final critical-path share of the clock period .................. 72.72%
  Worst-case clock skew .................. 3.101 ps
  Max Slew Vio Count .................. 0
  Max frequency .................. 0.3056 GHz
  Final TNS setup .................. 0 ps
  Shortest clock period the worst path allows after layout .................. 3273 ps
  Slew at the pin closest to its max-slew limit .................. 486.9 ps
  Setup violations, final .................. 0
  Worst-case headroom to the max-slew limit .................. 67.20%

Clocking
  Post-CTS Hold Fix Bufs .................. 0
  Max H-tree Level .................. 1
  Reg clk slew, reported paths .................. 70 ps
  Maximum buffer depth of the clock tree .................. 2
  Number of sinks driven by the clock tree .................. 17
  Count of buffers added by post-CTS timing repair for setup .................. 0
  Post-cts sizing count .................. 0
  Cell at the root of the clock tree .................. sky130_fd_sc_hd__clkbuf_8
  CTS tree .................. built
  TritonCTS Buffers .................. 3
  Clk Latency, worst-skew pair .................. 250 ps

Synthesis
  Register area share after synthesis .................. 20.35%
  Post-Syn Instances .................. 264
  Simple-gate portion of the synthesized area .................. 20.53%
  Fraction of synthesized cell area in xor and xnor cells .................. 9.216%
  Dominant register cell .................. sky130_fd_sc_hd__dfrtp_1
  Unique cell type count in the Yosys netlist .................. 50
  YS warnings .................. 1
  Post-synthesis async set-or-reset flop share .................. 100.0%
  Arithmetic-cell share of the synthesized area counting full adders, half adders and majority gates .................. 18.67%
  Post-Syn Area per Cell .................. 7.920 um2
  Mapped Area .................. 0.002091 mm2
  Flip-flop and latch count after synthesis .................. 17
  Number of synthesized flops with an enable pin .................. 0
  Aoi/oai-family share of the synthesized area .................. 25.97%
  Synthesis area per yosys .................. 0.002091 mm2
  Mux frac, synth .................. 2.932%
  Ys cells .................. 264
  Main logic family after synthesis .................. AND-OR/OR-AND gates

Pwr
  Static Leakage .................. 1.105 nW
  Power Density .................. 415.4 mW/mm2
  Worst IR drop on VDD .................. 182.0 uV

Setup path
  Start-to-end type of the worst setup path .................. input pin to flip-flop
  Crit path arrival time .................. 3420 ps
  Worst setup EP type .................. flip-flop
  Maximum fanout count along the critical path .................. 3
  CP startpoint kind .................. input pin
  Required time worst endpoint .................. 4640 ps

Place
  Placed standard-cell area .................. 0.002544 mm2
  Final weighted congestion in routability-driven placement .................. 0.8877
  Placed insts .................. 364
  Count of buffers from port buffering .................. 38
  Dpl hpwl .................. 3929 um

Drt
  Top routing layer used .................. met3
  Count of inserted antenna diode cells .................. 0
  1st-iter DRT viols .................. 71
  Detail Route met3 WL .................. 209 um
  DR vias .................. 1946
  Via density per instance .................. 5.288
  Total wire length after detailed routing .................. 4986 um
  Remaining routing DRC violations .................. 0
  Number of nets with antenna violations after routing .................. 0
  Pre-antenna DRT Iters .................. 4
  DRT met1 WL .................. 2767 um
  Wire length per cell .................. 13.55 um
  Routed met2 length .................. 2009 um

GRT
  Antenna violations before repair .................. 0
  Pin count of the biggest net entering global routing .................. 30
  Total grt overflow .................. 0
  Number of global-route vias before repair .................. 1858
  Global-route wire length before repair .................. 8535 um
  All-Layer GR Usage .................. 20.37%

Run
  Max-cap violation count .................. 0
  Tool warnings .................. 25

Cells and area
  Signed area change from the synthesized netlist to the final layout .................. 23.82%
  Most instantiated logic cells after routing .................. sky130_fd_sc_hd__nor2_1, sky130_fd_sc_hd__clkdlybuf4s50_1, sky130_fd_sc_hd__a21oi_1
  Cell area after layout .................. 0.002589 mm2
  Number of flip-flops under the largest register name .................. 17
  Top reg by flops .................. acc
  Top Registers .................. acc (17)
  Fraction of layout cells with a size suffix above 1 .................. 4.319%
  Most frequently placed logic cell in the final layout .................. sky130_fd_sc_hd__nor2_1
  Non-filler instance count after layout .................. 368

Die
  Number of I/O pins .................. 40
  Std-Cell Core Area .................. 0.004880 mm2
  Die width .................. 74.30 um
  DIE HEIGHT .................. 74.30 um
  Row cnt .................. 25
  Core utilization at floorplan .................. 42.85%
  Die footprint .................. 0.005520 mm2

Hold path
  Worst min-delay path class .................. flip-flop to flip-flop
-- cell families after synthesis --
group / Yosys count
xor gates and xnor gates: 22
buffers and inverters: 11
adders and majority gates: 30
AOI/OAI and AO/OA: 86
muxes: 6
other: 1
and+or+nand+nor: 91
DFF: 17
-- power by group --
group | internal (mW) | switching, mW
clock | 0.0629 | 0.0542
sequential | 0.204 | 0.0602
combinational | 0.363 | 0.331
-- routing by layer --
layer	up-vias	global-route usage, %
li1	1034	-
met1	870	35.20
met2	42	29.39
met3	0	1.923
met4	0	1.048
met5	-	0
-- per-stage QoR --
step | setup slack (ps) | power, mW | utilization (%)
finish | 1227 | 1.075 | 53.05
global route | 1034 | 1.191 | 53.05
CTS | 1232 | 1.084 | 53.05
detailed placement | 969.9 | 0.9554 | 52.13
global placement | 1001 | 0.9606 | 52.13
floorplan | 1622 | 0.7371 | -
-- synth_stat cells (2+ instances only) --
| master | number | area [um2] |
|---|---|---|
| sky130_fd_sc_hd__nand4_1 | 2 | 12.51 |
| sky130_fd_sc_hd__nor2b_1 | 4 | 25.02 |
| sky130_fd_sc_hd__mux2i_1 | 5 | 50.05 |
| sky130_fd_sc_hd__o211ai_1 | 4 | 30.03 |
| sky130_fd_sc_hd__nand2b_1 | 5 | 31.28 |
| sky130_fd_sc_hd__fa_1 | 2 | 40.04 |
| sky130_fd_sc_hd__nand4b_1 | 2 | 17.52 |
| sky130_fd_sc_hd__nor2_1 | 43 | 161.4 |
| sky130_fd_sc_hd__o21ai_0 | 18 | 90.09 |
| sky130_fd_sc_hd__a21oi_2 | 2 | 17.52 |
| sky130_fd_sc_hd__a221oi_1 | 2 | 17.52 |
| sky130_fd_sc_hd__o21bai_1 | 2 | 15.01 |
| sky130_fd_sc_hd__o21a_1 | 5 | 37.54 |
| sky130_fd_sc_hd__a21o_1 | 9 | 67.56 |
| sky130_fd_sc_hd__xnor2_1 | 11 | 96.34 |
| sky130_fd_sc_hd__o31ai_1 | 2 | 15.01 |
| sky130_fd_sc_hd__nand2_1 | 18 | 67.56 |
| sky130_fd_sc_hd__ha_1 | 28 | 350.3 |
| sky130_fd_sc_hd__xor2_1 | 11 | 96.34 |
| sky130_fd_sc_hd__and3_1 | 2 | 12.51 |
| sky130_fd_sc_hd__nor3_1 | 4 | 20.02 |
| sky130_fd_sc_hd__dfrtp_1 | 17 | 425.4 |
| sky130_fd_sc_hd__inv_1 | 3 | 11.26 |
| sky130_fd_sc_hd__a21oi_1 | 31 | 155.2 |
| sky130_fd_sc_hd__clkbuf_1 | 6 | 22.52 |
| sky130_fd_sc_hd__a31oi_1 | 2 | 12.51 |
-- critical path, cell delays in order --
cell and delay (ps):
sky130_fd_sc_hd__clkdlybuf4s50_1 430, sky130_fd_sc_hd__ha_1 230, sky130_fd_sc_hd__fa_1 430, sky130_fd_sc_hd__a211oi_1 320, sky130_fd_sc_hd__o211ai_1 150, sky130_fd_sc_hd__a21oi_2 210, sky130_fd_sc_hd__a2111oi_0 130, sky130_fd_sc_hd__a311oi_1 330
sky130_fd_sc_hd__mux2i_1 220, sky130_fd_sc_hd__nor2_1 60
-- area by class of cell --
class | instances | area, um2
Fill cell | 490 | 2291
Multi-Input combinational cell | 236 | 1620
Sequential cell | 17 | 425.4
Timing Repair Buffer | 41 | 402.9
Tap cell | 67 | 83.83
Clock buffer | 4 | 45.04
Inverter | 3 | 11.26
-- path summary, 6_finish.rpt --
| kind | slack, ps | cells past startpoint | endpoint | startpoint |
|---|---|---|---|---|
| hold / removal | 530 | 1 | acc[14] | acc[14] |
| setup reg to reg | 1920 | 9 | acc[16] | acc[0] |
| hold reg to reg | 530 | 1 | acc[14] | acc[14] |
| min in group asynchronous | 970 | 2 | acc[0] | rst_n |
| max in group asynchronous | 3330 | 2 | acc[11] | rst_n |
| setup / recovery | 1230 | 10 | acc[16] | x_in[0] |
Power is estimated from default activity; no workload was simulated.
