$ cat flow/config.mk
export PLATFORM = sky130hd
export DESIGN_NAME = conv
export DESIGN_NICKNAME = conv
export VERILOG_FILES = /design/flow/design.v
export SDC_FILE = /design/flow/constraint.sdc
export NUM_CORES = 4
export LEC_CHECK = 1
export CORE_UTILIZATION = 40
$ cat flow/constraint.sdc
current_design conv

set clk_period 22.1
set clk_io_pct 0.2

create_clock -name clk0 -period $clk_period

set non_clock_inputs [all_inputs -no_clocks]
set_input_delay [expr $clk_period * $clk_io_pct] -clock clk0 $non_clock_inputs
set_output_delay [expr $clk_period * $clk_io_pct] -clock clk0 [all_outputs]
$ cat flow/design.v
module conv #( 
    parameter IN_WIDTH = 12,
    parameter WEIGHT_WIDTH = 12,
    parameter MAC_WIDTH = 26,  
    parameter OUT_WIDTH = 12,
    parameter FRA_WIDTH = 8,  
    parameter N = 5  
)(
    input clk,
    input rst_n,
    input [N*IN_WIDTH-1:0] x_in,
    input [N*WEIGHT_WIDTH-1:0] h_in,
    output signed [OUT_WIDTH-1:0] y_out
);
wire signed [IN_WIDTH-1:0] x_w [0:N-1];
wire signed [WEIGHT_WIDTH-1:0] h_w [0:N-1];
wire signed [(IN_WIDTH + WEIGHT_WIDTH)-1:0] mul_line [0:N-1];
wire signed [MAC_WIDTH-1:0] sum_line [0:N-1];
genvar l;
generate
    for (l = 0; l < N; l = l + 1) begin : mul
        assign x_w[l] = x_in[l*IN_WIDTH+:IN_WIDTH];
        assign h_w[l] = h_in[(N-l-1)*WEIGHT_WIDTH+:WEIGHT_WIDTH];
        assign mul_line[l] = x_w[l] * h_w[l];
    end
endgenerate
assign sum_line[0] = mul_line[0];
genvar k;
generate
    for (k = 1; k < N; k = k + 1) begin : sum
        assign sum_line[k] = sum_line[k-1] + mul_line[k];
    end
endgenerate
assign y_out = sum_line[N-1][FRA_WIDTH+:OUT_WIDTH] + sum_line[N-1][FRA_WIDTH-1];  
endmodule
$ cat flow/run.sh
#!/bin/bash
# OpenROAD 26Q1-2900-gdf79404cd8, Yosys 0.63+post, stock flow scripts
make -C /OpenROAD-flow-scripts/flow DESIGN_CONFIG=/design/flow/config.mk WORK_HOME=/design/flow/orfs finish
==> out/results.ini <==
[sta]
hold_viol_final=0
period_used_pct=81.44
setup-violations-final=0
fin_tns_setup_ps=0
clock.fmax_mhz=55.56
slew_headroom_pct=44.67
maxSlewViolCount=0
period_needed_ps=18000
rsz0062_at_grt=false
tightest_slew_ps=824.1

[layout]
regArea_um2=0
fin_cells=3307
fillers=5482
flops=0
drive_above_1_share_pct=0.5531
syn2layout_area_growth_pct=7.952
fin_util_pct=43.65
clockBufferCount=0

[min_path]
hp-class=input port to output pin
hold_end=y_out[0]
hold_depth=7
min_from=x_in[0]

[floorplanning]
row_count=89
die_area_mm2=0.06053
die_y_um=246.0
die_x_um=246.0
fp_util_pct=40.44
fp.coreArea_mm2=0.05891
io_pins=134

[clocking]
post_cts_buffers=0
cts.repair.resized=0
postCtsHoldBufs=0

[outcome]
status=completed

[pwr]
p_int_uw=14990
power_density_mw_per_mm2=1110
netSwitchingFraction_pct=47.51
worst_ir_drop_vdd_uv=2896
finalPower_uw=28560
p_sw_uw=13570
p_leak_uw=0.01284

[global_routing]
antenna_found_initial=5
track_usage_pct=21.59
overflow=0
grt_pass1_vias=17600
grt_pass1_wl_um=94150
grt_max_degree=14

[flow_run]
maxCapViolations=0
warning_count=40

[setup_path]
crit_start=h_in[0]
worstSetupPathType=input port to output pin
end_kind=output pin
worstSetupStartpointType=input port
worst_ep_arrival_time_ps=13580
crit_fanout=12
crit_required_ps=17680

[synthesis]
ys_cells=2508
postSynthSeqShare_pct=0
avgSynthCellArea_um2=9.498
syn-instance-count=2508
ys_warn_count=1
yosys-stat-area_mm2=0.02382
yosysTopAreaCellShare_pct=57.31
netlist_top_cells_area=fa_1, inv_1, and2_1
yosys.area.top_type=fa_1
common_cells=fa_1, inv_1, and2_1
syn_area_mm2=0.02382
yosysUniqueCellTypes=44
synthMostInstantiatedCell=fa_1

[route]
wl_per_cell_um=16.82
drtIter0Drc=526
vias=15460
totalWireLength_um=55620
vias_per_cell=4.674
dr.pass1.iters=4
drc=0
antenna_left=0

[placed_design]
gp_congestion=0.9177
numPortBuffers=132
dp_cells=3304
dpl.hpwl_um=52050

[worst max-delay path: stages]
cell,delay [ps]
clkdlybuf4s50_1,850
nand2_1,240
fa_1,720
inv_1,170
fa_1,510
inv_1,60
fa_1,520
inv_1,50
fa_1,490
fa_1,550
inv_1,50
fa_1,470
fa_1,460
fa_1,520
inv_1,50
fa_1,450
ha_1,240
xnor2_1,210
xnor2_1,130
xnor2_1,330
xnor2_1,190
xnor2_1,110
xnor2_1,270
xnor2_1,150
xnor2_1,670
xnor2_1,200
clkdlybuf4s50_1,490
[stage by stage]
stage	worst slack (ps)	cell area (µm²)	hold WS, ps
2_1_floorplan	5823	23820	9283
3_3_place_gp	4073	25710	10770
3_5_place_dp	4030	25710	10790
4_1_cts	3996	25710	10800
5_1_grt	3505	25710	10860
6_report	4102	25720	10760
[kinds of logic after synthesis]
kind of cell,Yosys count,synth area share (%)
buf+inv,781,12.31
mux,2,0.08404
fa+ha+maj,858,66.56
simple gates,729,16.04
compound gates,30,1.040
xor+xnor,108,3.971
[layout make-up]
class / count / area [µm²] / area share [%]
Multi-Input combinational cell: 1727 / 20890 / 81.23
Timing Repair Buffer: 134 / 1336 / 5.196
Inverter: 670 / 2515 / 9.780
Antenna cell: 3 / 7.507 / 0.02919
Tap cell: 773 / 967.2 / 3.761
[power groups by stage]
| stage | clock network (µW) | registers [µW] | logic [µW] |
|---|---|---|---|
| 5_1_grt | 0.0000121 | 0 | 30500 |
| 4_1_cts | 0 | 0 | 28700 |
[worst max-delay path by stage]
stage / slack, ps / depth (start not counted) / to
CTS: 4000 / 25 / y_out[11]
global route: 3510 / 25 / y_out[11]
finish: 4100 / 27 / y_out[11]
[layout by cell type, fill, tap and decap left out, types with 2 or more instances in the layout]
master | netlist | routed
a21o_1 | 2 | 2
a21oi_1 | 5 | 5
and2_1 | 355 | 355
and3_1 | 3 | 3
buf_4 | 0 | 2
clkdlybuf4s50_1 | 0 | 132
diode_2 | 0 | 3
fa_1 | 682 | 682
ha_1 | 176 | 176
inv_1 | 670 | 670
mux2i_1 | 2 | 2
nand2_1 | 299 | 299
nand2b_1 | 25 | 25
nand3_1 | 3 | 3
nor2_1 | 6 | 6
nor2b_1 | 23 | 23
nor3_1 | 4 | 4
o21ai_0 | 4 | 4
o21ai_1 | 4 | 4
o21bai_1 | 2 | 2
xnor2_1 | 94 | 94
xor2_1 | 14 | 14
[routing by layer]
| metal | global-route usage (%) | wire length (µm) |
|---|---|---|
| met3 | 4.537 | 3368 |
| met1 | 31.81 | 22920 |
| met4 | 3.763 | 1340 |
| met2 | 35.06 | 27960 |
| met5 | 0.4902 | 21 |
