<file path="/design/flow/design.v">
module dwt_cell #( 
    parameter IN_WIDTH = 12,
    parameter COEFF_WIDTH = 12,
    parameter MAC_WIDTH = 26,     
    parameter OUT_WIDTH = 12,
    parameter FRA_WIDTH = 8,   
    parameter N = 4,   
    parameter [COEFF_WIDTH*N -1 :0] H_IN = {12'h7C,12'hD6,12'h39,12'hFDF},
    parameter DWT_INIT = 1'b0   
)(
    input clk,
    input rst_n,
    input in_enable,
    output out_enable,
    input signed [IN_WIDTH-1:0] x_in,
    output signed [OUT_WIDTH-1:0] y_out
);
reg dwt_cyc_cnt;
reg dwt_cyc_cnt_dly1;
wire out_enable_w;
wire signed [COEFF_WIDTH-1:0] h_wire [0:N-1];
reg signed [OUT_WIDTH-1:0] y_out_reg;
reg  signed [IN_WIDTH-1:0] tap_line [0:N-1];
wire signed [(IN_WIDTH + COEFF_WIDTH)-1:0] mul_line [0:N-1];
wire signed [MAC_WIDTH-1:0] sum_line [0:N-1];
always @(posedge clk or negedge rst_n) begin
    if (!rst_n) begin
        dwt_cyc_cnt <= DWT_INIT;
    end
    else if(in_enable == 1) begin
        dwt_cyc_cnt <= dwt_cyc_cnt + 1'b1;
    end
end
always @(posedge clk or negedge rst_n) begin
    if (!rst_n) begin
        dwt_cyc_cnt_dly1 <= 1'b0;
    end
    else begin
        dwt_cyc_cnt_dly1 <= dwt_cyc_cnt;
    end
end
always @(*) begin
    tap_line[0] <= x_in;
end
genvar j;
generate
    for (j = 1; j < N; j = j + 1) begin : tap
        always @(posedge clk or negedge rst_n) begin
            if (!rst_n) begin
                tap_line[j] <= 'b0;
            end
            else if (in_enable == 1) begin
                tap_line[j] <= tap_line[j-1];
            end
        end
    end
endgenerate
always @(posedge clk or negedge rst_n) begin
    if (!rst_n) begin
        y_out_reg <= 'b0;
    end
    else if (dwt_cyc_cnt == 1 && in_enable == 1) begin
        y_out_reg <= sum_line[N-1][FRA_WIDTH+:OUT_WIDTH] + sum_line[N-1][FRA_WIDTH -1];
    end
end
genvar i;
generate
    for (i = 0; i < N; i = i + 1) begin : assign_h
        assign h_wire[i] = H_IN[i*COEFF_WIDTH +: COEFF_WIDTH];
    end
endgenerate
genvar l;
generate
    for (l = 0; l < N; l = l + 1) begin : mul
        assign mul_line[l] = tap_line[l] * h_wire[N-l-1];
    end
endgenerate
assign sum_line[0] = mul_line[0];
genvar k;
generate
    for (k = 1; k < N; k = k + 1) begin : sum
        assign sum_line[k] = sum_line[k-1] + mul_line[k];
    end
endgenerate
assign out_enable_w = (dwt_cyc_cnt_dly1 == 1 & dwt_cyc_cnt == 0) ? 1'b1 : 1'b0;
assign out_enable = out_enable_w;
assign y_out = y_out_reg;
endmodule
module dwt_nstage #( 
    parameter IN_WIDTH = 12,
    parameter OUT_WIDTH = 12,
    parameter COEFF_WIDTH = 12,
    parameter FRA_WIDTH = 8,  
    parameter MAC_WIDTH = 26,  
    parameter DEPTH = 4,
    parameter [DEPTH-1:0] DWT_INIT = {1'b0,1'b1,1'b0,1'b0}
)(
    input clk,
    input rst_n,
    input in_enable,
    output out_enable,
    input signed [IN_WIDTH-1:0] x_in,
    output [OUT_WIDTH-1:0] dwt_a_out,
    output [OUT_WIDTH-1:0] dwt_d_out
);
localparam N_DWT = 4;
parameter [COEFF_WIDTH*N_DWT -1 :0] H_IN_LP  = {12'hfdf, 12'h039, 12'h0d6, 12'h07c};
parameter [COEFF_WIDTH*N_DWT -1 :0] H_IN_HP  = {12'hf84, 12'h0d6, 12'hfc7, 12'hfdf};
wire cell_enable [0:DEPTH];
wire signed [OUT_WIDTH-1:0] cell_out [0:DEPTH];
wire signed [OUT_WIDTH-1:0] cell_hp_out; 
genvar i;
generate
    for (i=0;i<DEPTH;i=i+1) begin : LP_cells
        dwt_cell #(
            .IN_WIDTH(IN_WIDTH), 
            .COEFF_WIDTH(COEFF_WIDTH), 
            .MAC_WIDTH(MAC_WIDTH), 
            .OUT_WIDTH(OUT_WIDTH), 
            .FRA_WIDTH(FRA_WIDTH), 
            .H_IN(H_IN_LP),
            .N(N_DWT),
            .DWT_INIT(DWT_INIT[i])
        ) dwt_cell_inst (
            .clk(clk),
            .rst_n(rst_n),
            .in_enable(cell_enable[i]),
            .out_enable(cell_enable[i+1]),
            .x_in(cell_out[i]), 
            .y_out(cell_out[i+1])
        ); 
    end
endgenerate
dwt_cell #(
    .IN_WIDTH(IN_WIDTH), 
    .COEFF_WIDTH(COEFF_WIDTH), 
    .MAC_WIDTH(MAC_WIDTH), 
    .OUT_WIDTH(OUT_WIDTH), 
    .FRA_WIDTH(FRA_WIDTH), 
    .H_IN(H_IN_HP),
    .N(N_DWT),
    .DWT_INIT(DWT_INIT[DEPTH-1])
) dwt_cell_hp_inst (
    .clk(clk), 
    .rst_n(rst_n),
    .in_enable(cell_enable[DEPTH-1]),
    .out_enable(),
    .x_in(cell_out[DEPTH-1]),
    .y_out(cell_hp_out)
); 
assign cell_enable[0] = in_enable;
assign cell_out[0] = x_in;
assign out_enable = cell_enable[DEPTH];
assign dwt_a_out = cell_out[DEPTH];
assign dwt_d_out = cell_hp_out;
endmodule
</file>
<file path="/design/flow/run.sh">
#!/bin/bash
# OpenROAD 26Q1-2900-gdf79404cd8, Yosys 0.63+post, stock flow scripts
make -C /OpenROAD-flow-scripts/flow DESIGN_CONFIG=/design/flow/config.mk WORK_HOME=/design/flow/orfs finish
</file>
<file path="/design/flow/config.mk">
export PLATFORM = sky130hd
export DESIGN_NAME = dwt_nstage
export DESIGN_NICKNAME = dwt_nstage
export VERILOG_FILES = /design/flow/design.v
export SDC_FILE = /design/flow/constraint.sdc
export NUM_CORES = 4
export LEC_CHECK = 1
export CORE_UTILIZATION = 30
</file>
<file path="/design/flow/constraint.sdc">
current_design dwt_nstage

set clk_period 11.8
set clk_io_pct 0.2

create_clock -name clk0 -period $clk_period [get_ports {clk}]

set non_clock_inputs [all_inputs -no_clocks]
set_input_delay [expr $clk_period * $clk_io_pct] -clock clk0 $non_clock_inputs
set_output_delay [expr $clk_period * $clk_io_pct] -clock clk0 [all_outputs]
</file>
==> job_summary.md <==
## Synthesis and layout report

| Metric | Value |
|---|---|
| Port Buf Inserts | `39` |
| Vias | `approximately 35000` |
| CTS resizes | `0` |
| Commonest Layout Cell | `inv_1` |
| # Post-CTS Setup Buffers | `0` |
| Arrival time of the worst setup path | `9.94 ns` |
| Via/cell ratio | `~4.4` |
| Slew margin rel. | `0.3968` |
| Num rows | `roughly 150` |
| Async S/R FF share, synth | `1.000` |
| Post-synthesis sequential area ratio | `0.1042` |
| Ao+oa area frac | `0.09209` |
| Die width | `415.0 um` |
| Synthesized cell area | `51170 sq um` |
| Reg clk slew, reported paths | `0.05 ns` |
| Syn-to-layout area delta | `8.698%` |
| DRT antenna net count | `0` |
| Root Buffer | `clkbuf_16` |
| Comb area | `approximately 39000 sq um` |
| Slowest cell on crit path | `clkdlybuf4s50_1` |
| Ys flops | `213` |
| Post-synth top flop | `dfrtp_1` |
| Ports | `~40` |
| Grt ovf | `0` |
| Chip area line of the yosys report | `between 50000 and 60000 sq um` |
| Critical path's largest stage delay | `0.70 ns` |
| Setup tns final | `0 ns` |
| Number of global-route vias before repair | `between 30000 and 40000` |
| Syn. warnings | `7` |
| Worst Path Buf+Inv | `4` |
| First-pass GRT wire length | `approximately 190000 um` |
| FF/Latch Area | `roughly 5300 sq um` |
| RSZ-0062 raised after global routing | `false` |
| Final Hold Vio Count | `0` |
| Clk_skew | `between 0.015 and 0.02 ns` |
| Crit share post-route | `0.8041` |
| Largest register FFs | `120` |
| H-tree depth | `2` |
| Crit. End Element | `flop` |
| Initial antenna violation count | `0` |
| Fp util | `0.3023` |
| Core ar. | `between 150000 and 200000 sq um` |
| Clock period minus worst slack | `9.488 ns` |
| Inserted Diodes | `0` |
| Mean Syn Cell Area | `9.064 sq um` |
| Drt wl/cell | `~14 um` |
| Dominant combinational family | `adder cells` |
| R2R cell count | `30` |
| Layout cells sized above 1 | `0.03256` |
| Yosys Instances | `5645` |
| Drt total wl | `107400 um` |
| Crit Path Class | `input pin to flop` |
| Drc violations | `0` |
| Worst-case clock buffer depth | `3` |
| Worst hold path depth | `0` |
| Gpl congestion | `slightly above 0.9` |
| Clk Latency, worst-skew pair | `roughly 0.6 ns` |
| CTS tree | `built` |
| Adders+Majority by Area | `0.5098` |
| Final design utilization | `0.3286` |
| CP top delay family | `adder cells` |
| Initial drt markers | `1087` |
| CP Launch Type | `input pin` |
| Post-synth EDFFs | `0` |
| Tool warnings | `roughly 66` |
| Worst slew pin tran | `0.8931 ns` |
| Largest net degree at the start of global routing | `94` |
| Die H | `415.0 um` |
| Drt first pass iters | `5` |
| Run status | `finished, final reports clean` |
| Fmax | `roughly 0.11 GHz` |
| Fillers | `between 15000 and 20000` |
| Tot GR Track Use | `0.1378` |
| # clock sinks | `between 200 and 250` |
| Pins Over Slew Limit | `0` |
| HPWL after DPL | `~94000 um` |
| Total die size | `roughly 170000 sq um` |
| Hold bufs inserted after CTS | `0` |
| MUX area fraction | `0.01643` |
| Critical path depth in cells | `33` |
| Most frequent cells in the layout | `inv_1, ha_1, fa_1, xnor2_1, nand2_1` |
| Hold WC Path Type | `flop to flop` |
| CTS Buf Count | `37` |
| Number of max-cap violations | `0` |
| CP Max Fanout | `6` |
| Critical path required time | `between 10 and 15 ns` |
| Final setup vio count | `0` |
| AND/OR/NAND/NOR Cells, Area Fraction | `0.07235` |
| Xor/xnor share | `0.07920` |
| Syn Inst Count | `about 5600` |
| Synth cell types | `around 86` |
==> worst paths after layout <==
check,start,end,slack (ns)
worst max-delay path,x_in[2],LP_cells[0].dwt_cell_inst.y_out_reg[11],2.31
worst min-delay path,LP_cells[3].dwt_cell_inst.dwt_cyc_cnt,LP_cells[3].dwt_cell_inst.dwt_cyc_cnt_dly1,0.45
worst max register to register,LP_cells[3].dwt_cell_inst.tap_line[2][0],LP_cells[3].dwt_cell_inst.y_out_reg[11],3.55
worst min register to register,LP_cells[3].dwt_cell_inst.dwt_cyc_cnt,LP_cells[3].dwt_cell_inst.dwt_cyc_cnt_dly1,0.45
max in group asynchronous,rst_n,LP_cells[0].dwt_cell_inst.y_out_reg[4],9.12
min in group asynchronous,rst_n,dwt_cell_hp_inst.tap_line[1][5],1.68
==> per-layer routing <==
metal	up-vias	track usage	share of wire
met2	472	0.2183	0.45
met1	16540	0.1980	0.47
met5	-	0	0
li1	17580	-	-
met4	0	0.02473	0.024
met3	94	0.03323	0.053
==> worst reg2reg max path, delay by kind of cell (launching register included) <==
kind	cells	cell delay (ns)
compound gates	12	1.98
fa+ha+maj	8	3.44
flops	1	0.51
buf+inv	4	0.36
mux	1	0.26
simple gates	1	0.60
xor+xnor	4	0.98
==> synthesized netlist by cell type, drive strengths merged (39+ instances only) <==
cell       n  share of area
a21o      57         0.0084
a21oi    182          0.018
clkbuf    43         0.0032
dfrtp    212           0.10
fa       755           0.30
ha       877           0.21
inv     1665           0.12
mux2      64          0.014
nand2    303          0.022
nand3     67         0.0066
nor2     182          0.013
nor2b     54         0.0066
nor3      51         0.0052
o21ai    289          0.028
o21bai    39         0.0057
xnor2    310          0.053
xor2     145          0.025
==> layout make-up <==
cell class	instances	share of cell area
multi-input cells	3716	0.7087
inverters	1665	0.1124
flip-flops and latches	213	0.09585
well taps	2218	0.04990
clock buffers	47	0.01858
repair buffers	53	0.009133
clock inverters	18	0.005466
==> per-stage QoR <==
step / hold slack [ns] / setup WS (ns) / cell area [sq um] / instances
finish: 0.4516 / 2.312 / 55620 / 7930
global route: 0.4639 / 1.707 / 55620 / 7930
CTS: 0.4492 / 2.339 / 55620 / 7930
detailed placement: 0.4357 / 1.686 / 54280 / 7865
global placement: 0.4332 / 1.610 / 54280 / 7865
floorplan: 0.4097 / 2.986 / 51170 / 5645
==> cell families (layout without fill, tap and decap cells) <==
| group | after synthesis | count (layout) |
|---|---|---|
| buffers and inverters | 1716 | 1783 |
| muxes | 76 | 76 |
| DFF | 213 | 213 |
| xor gates and xnor gates | 458 | 458 |
| and+or+nand+nor | 792 | 792 |
| adders and majority gates | 1632 | 1632 |
| AOI/OAI and AO/OA | 758 | 758 |
